**flow/config.mk**
```make
export PLATFORM = sky130hd
export DESIGN_NAME = cfs_ctrl
export DESIGN_NICKNAME = cfs_ctrl
export VERILOG_FILES = /design/flow/design.v
export SDC_FILE = /design/flow/constraint.sdc
export NUM_CORES = 4
export LEC_CHECK = 1
export CORE_UTILIZATION = 50
```
**flow/constraint.sdc**
```tcl
current_design cfs_ctrl

set clk_period 8.3
set clk_io_pct 0.2

create_clock -name clk0 -period $clk_period [get_ports {clk}]

set non_clock_inputs [all_inputs -no_clocks]
set_input_delay [expr $clk_period * $clk_io_pct] -clock clk0 $non_clock_inputs
set_output_delay [expr $clk_period * $clk_io_pct] -clock clk0 [all_outputs]
```
**flow/design.v**
```verilog
  module cfs_ctrl #(
    parameter ALGN_DATA_WIDTH = 32,
    localparam int unsigned ALGN_OFFSET_WIDTH = ALGN_DATA_WIDTH <= 8 ? 1 : $clog2(ALGN_DATA_WIDTH/8),
    localparam int unsigned ALGN_SIZE_WIDTH   = $clog2(ALGN_DATA_WIDTH/8)+1,
    localparam int unsigned FIFO_WIDTH        = ALGN_DATA_WIDTH + ALGN_OFFSET_WIDTH + ALGN_SIZE_WIDTH
  )(
    input                        reset_n,
    input                        clk,
    input                        pop_valid,
    input[FIFO_WIDTH-1:0]        pop_data,
    output reg                   pop_ready,
    output reg                   push_valid,
    output reg[FIFO_WIDTH-1:0]   push_data,
    input                        push_ready,
    input[ALGN_OFFSET_WIDTH-1:0] ctrl_offset,
    input[ALGN_SIZE_WIDTH-1:0]   ctrl_size
    );
    localparam int unsigned DATA_MSB = ALGN_DATA_WIDTH-1;
    localparam int unsigned DATA_LSB = 0;
    localparam int unsigned OFFSET_MSB = ALGN_DATA_WIDTH+ALGN_OFFSET_WIDTH-1;
    localparam int unsigned OFFSET_LSB = ALGN_DATA_WIDTH;
    localparam int unsigned SIZE_MSB = ALGN_DATA_WIDTH+ALGN_OFFSET_WIDTH+ALGN_SIZE_WIDTH-1;
    localparam int unsigned SIZE_LSB = ALGN_DATA_WIDTH+ALGN_OFFSET_WIDTH;
    reg[ALGN_OFFSET_WIDTH-1:0] unaligned_offset;
    reg[ALGN_SIZE_WIDTH-1:0] unaligned_size;
    reg[ALGN_DATA_WIDTH-1:0] unaligned_data;
    reg[ALGN_SIZE_WIDTH-1:0] unaligned_bytes_processed;
    reg[ALGN_SIZE_WIDTH-1:0] aligned_bytes_processed;
    always@(posedge clk or negedge reset_n) begin
      if(reset_n == 0) begin
        pop_ready                 <= 1;
        push_valid                <= 0;
        push_data                 <= 0;
        unaligned_offset          <= 0;
        unaligned_size            <= 0;
        unaligned_data            <= 0;
        unaligned_bytes_processed <= 0;
        aligned_bytes_processed   <= 0;
      end
      else begin
        if((push_valid == 1) & (push_ready == 0)) begin
          if(unaligned_bytes_processed >= unaligned_size) begin
            if((pop_valid == 1) && (pop_ready == 1)) begin
              pop_ready                 <= 0;
              unaligned_offset          <= pop_data[OFFSET_MSB:OFFSET_LSB];
              unaligned_size            <= pop_data[SIZE_MSB:SIZE_LSB];
              unaligned_data            <= pop_data[DATA_MSB:DATA_LSB];
              unaligned_bytes_processed <= 0;
            end
            else if((pop_valid == 1) && (pop_ready == 0)) begin
              pop_ready <= 1;
            end
            else begin
              pop_ready <= 1;
            end
          end
          else begin
            pop_ready <= 0;
          end
        end
        else if((push_valid == 1) & (push_ready == 1)) begin
          if(unaligned_bytes_processed >= unaligned_size) begin
            if((pop_valid == 1) && (pop_ready == 1)) begin
              if(pop_data[SIZE_MSB:SIZE_LSB] >= ctrl_size) begin
                push_valid                       <= 1;
                push_data[DATA_MSB:DATA_LSB]     <= ((('h1 << (ctrl_size * 8)) - 1) & (pop_data[DATA_MSB:DATA_LSB] >> (pop_data[OFFSET_MSB:OFFSET_LSB] * 8))) << (8 * ctrl_offset);
                push_data[SIZE_MSB:SIZE_LSB]     <= ctrl_size;
                push_data[OFFSET_MSB:OFFSET_LSB] <= ctrl_offset;
                unaligned_offset                 <= pop_data[OFFSET_MSB:OFFSET_LSB];
                unaligned_size                   <= pop_data[SIZE_MSB:SIZE_LSB];
                unaligned_data                   <= pop_data[DATA_MSB:DATA_LSB];
                unaligned_bytes_processed        <= ctrl_size;
                aligned_bytes_processed          <= 0;
                if(pop_data[SIZE_MSB:SIZE_LSB] > ctrl_size) begin
                  pop_ready <= 0;
                end
                else begin
                  pop_ready <= 1;
                end
              end
              else begin
                push_valid              <= 0;
                push_data               <= ((('h1 << (pop_data[SIZE_MSB:SIZE_LSB] * 8)) - 1) & (pop_data[DATA_MSB:DATA_LSB] >> (pop_data[OFFSET_MSB:OFFSET_LSB] * 8))) << (8 * ctrl_offset);
                aligned_bytes_processed <= pop_data[SIZE_MSB:SIZE_LSB];
              end
            end
            else if((pop_valid == 1) && (pop_ready == 0)) begin
              pop_ready               <= 1;
              push_valid              <= 0;
              push_data               <= 0;
              aligned_bytes_processed <= 0;
            end
            else begin
              pop_ready               <= 1;
              push_valid              <= 0;
              push_data               <= 0;
              aligned_bytes_processed <= 0;
            end
          end
          else begin
            if((unaligned_size - unaligned_bytes_processed) >= ctrl_size) begin
              push_valid                       <= 1;
              push_data[DATA_MSB:DATA_LSB]     <= ((('h1 << (ctrl_size * 8)) - 1) & (unaligned_data >> ((unaligned_offset + unaligned_bytes_processed) * 8))) << (8 * ctrl_offset);
              push_data[SIZE_MSB:SIZE_LSB]     <= ctrl_size;
              push_data[OFFSET_MSB:OFFSET_LSB] <= ctrl_offset;
              unaligned_bytes_processed        <= unaligned_bytes_processed + ctrl_size;
              aligned_bytes_processed          <= 0;
              if(unaligned_bytes_processed + ctrl_size >= unaligned_size) begin
                pop_ready <= 1;
              end
            end
            else begin
              push_valid                <= 0;
              push_data                 <= ((('h1 << ((unaligned_size - unaligned_bytes_processed) * 8)) - 1) & (unaligned_data >> ((unaligned_offset + unaligned_bytes_processed) * 8))) << (8 * ctrl_offset);
              unaligned_bytes_processed <= unaligned_size;
              aligned_bytes_processed   <= unaligned_size - unaligned_bytes_processed;
              pop_ready <= 1;
            end
          end
        end
        else begin
          if(unaligned_bytes_processed >= unaligned_size) begin
            if((pop_valid == 1) && (pop_ready == 1)) begin
              if(pop_data[SIZE_MSB:SIZE_LSB] >= (ctrl_size - aligned_bytes_processed)) begin
                push_valid                       <= 1;
                push_data[DATA_MSB:DATA_LSB]     <= push_data[DATA_MSB:DATA_LSB] | (((('h1 << ((ctrl_size - aligned_bytes_processed) * 8)) - 1) & (pop_data[DATA_MSB:DATA_LSB] >> (pop_data[OFFSET_MSB:OFFSET_LSB] * 8))) << (8 * (ctrl_offset + aligned_bytes_processed)));
                push_data[SIZE_MSB:SIZE_LSB]     <= ctrl_size;
                push_data[OFFSET_MSB:OFFSET_LSB] <= ctrl_offset;
                unaligned_offset                 <= pop_data[OFFSET_MSB:OFFSET_LSB];
                unaligned_size                   <= pop_data[SIZE_MSB:SIZE_LSB];
                unaligned_data                   <= pop_data[DATA_MSB:DATA_LSB];
                unaligned_bytes_processed        <= ctrl_size - aligned_bytes_processed;
                if(pop_data[SIZE_MSB:SIZE_LSB] == (ctrl_size - aligned_bytes_processed)) begin
                  pop_ready <= 1;
                end
                else begin
                  pop_ready <= 0;
                end
              end
              else begin
                push_valid                <= 0;
                push_data                 <= push_data | (((('h1 << (pop_data[SIZE_MSB:SIZE_LSB] * 8)) - 1) & (pop_data[DATA_MSB:DATA_LSB] >> (pop_data[OFFSET_MSB:OFFSET_LSB] * 8))) << (8 * (ctrl_offset + aligned_bytes_processed)));
                aligned_bytes_processed   <= aligned_bytes_processed + pop_data[SIZE_MSB:SIZE_LSB];
                unaligned_offset          <= pop_data[OFFSET_MSB:OFFSET_LSB];
                unaligned_size            <= pop_data[SIZE_MSB:SIZE_LSB];
                unaligned_data            <= pop_data[DATA_MSB:DATA_LSB];
                unaligned_bytes_processed <= pop_data[SIZE_MSB:SIZE_LSB];
                pop_ready                 <= 1;
              end
            end
            else if((pop_valid == 1) && (pop_ready == 0)) begin
              pop_ready <= 1;
            end
            else begin
              pop_ready <= 1;
            end
          end
          else begin
            if(unaligned_size - unaligned_bytes_processed >= (ctrl_size - aligned_bytes_processed)) begin
              push_valid                       <= 1;
              push_data[DATA_MSB:DATA_LSB]     <= push_data[DATA_MSB:DATA_LSB] | (((('h1 << ((ctrl_size - aligned_bytes_processed) * 8)) - 1) & (unaligned_data >> ((unaligned_offset + unaligned_bytes_processed) * 8))) << (8 * (ctrl_offset + aligned_bytes_processed)));
              push_data[SIZE_MSB:SIZE_LSB]     <= ctrl_size;
              push_data[OFFSET_MSB:OFFSET_LSB] <= ctrl_offset;
              unaligned_bytes_processed        <= unaligned_bytes_processed + ctrl_size - aligned_bytes_processed;
              if(unaligned_bytes_processed + ctrl_size - aligned_bytes_processed >= unaligned_size) begin
                pop_ready <= 1;
              end
              else begin
                pop_ready <= 0;
              end
            end
            else begin
              push_valid                <= 0;
              push_data                 <= push_data | (((('h1 << ((unaligned_size - unaligned_bytes_processed) * 8)) - 1) & (unaligned_data >> ((unaligned_offset + unaligned_bytes_processed) * 8))) << (8 * (ctrl_offset + aligned_bytes_processed)));
              aligned_bytes_processed   <= aligned_bytes_processed + (unaligned_size - unaligned_bytes_processed) ;
              unaligned_bytes_processed <= unaligned_size;
              pop_ready <= 1;
            end
          end
        end
      end
    end
  endmodule
```
**flow/run.sh**
```bash
#!/bin/bash
# OpenROAD 26Q1-2900-gdf79404cd8, Yosys 0.63+post, stock flow scripts
make -C /OpenROAD-flow-scripts/flow DESIGN_CONFIG=/design/flow/config.mk WORK_HOME=/design/flow/orfs finish
```
==> results.toml <==
# implementation run metrics
[synthesis]
numSynthFlops = 82
yosysUniqueCellTypes = 82
postSynthCellCount = 1155
synthTopCellsByArea = "dfrtp_1 (22%), mux2i_1 (6.8%), mux2_2 (5.9%)"
synth-warning-count = 1
dominantRegCellSynth = "dfrtp_1"
ffs_w_async_s_r_synth_pct = 100
synth.yosys.seq_area_share_pct = 22.7
post_synth.cell_area_avg_sq_um = 7.82
yosys-stat-cells = 1155
yosys.stat.chipArea_sq_mm = 0.00904
synth_dominant_cell_count = "nand2_1"
synth_area_sq_mm = 0.00904
yosysTopAreaCellShare_pct = 22.4
edf_count = 0
post_synth_most_frequent_cells = "nand2_1 (131), nor2_1 (86), dfrtp_1 (81)"
synth_top_cell_by_area = "dfrtp_1"

[setup_path]
slowest_stage = "o32ai_1"
slowest_delay_ns = 0.76
cp.arrival_ns = 7.37
setup.worst_path.class = "input port to register"
critPathRequiredTime_ns = 8.58
timing.critical_path.buf_inv = 5
timing.critical_path.cells = "clkdlybuf4s50_1 -> inv_1 -> ha_1 -> inv_1 -> fa_1 -> inv_1 -> ha_1 -> a21oi_1 -> maj3_1 -> a211oi_1 -> or2_2 -> inv_1 -> ha_1 -> nand2_1 -> mux2_2 -> o32ai_1 -> a221o_1 -> o21ai_0 -> a21oi_1"
critical_path_peak_fanout = 15
critPathLaunchType = "input port"
critPathCaptureType = "register"
critPathMostFrequentCell = "inv_1"
top_delay_family_on_crit_path = "adder cells"

[route]
drcViolationCount = 0
wl_mm = 38.6
dr_total_vias = 10300
drt_pre_antenna_iters = 8
wl_per_cell_um = 26.9
drt.antenna.violating_nets = 0
routed_via_density = 7.17
drt_iter0_drc = 1249

[die]
fp.dieW_um = 136
rows = 48
die.size.y_um = 136
initial_core_util_pct = 51.7
ios = 85
floorplan.die_area_sq_mm = 0.0186
fp.coreArea_sq_mm = 0.0175

[final_timing]
setup-violations-final = 0
finalClockSkew_ns = 0.00743
worst_slew_margin_rel_pct = 33.3
max_freq_mhz = 141
final_hold_viol_count = 0
post-route-min-period_ns = 7.09
tightest_slew_ns = 1.00
tns_ns = 0
finalClockPeriodUsage_pct = 85.5
final-max-slew-violation-count = 0
rsz_0062_raised_after_global_routing = "no"

[finish]
utilization_pct = 59.6
fill_cells = 1609
post_route_cells_drive_above_1_share_pct = 9.36
post_layout_nonfiller_instances = 1433
area_delta_synth_final_pct = 15.2

[place]
gpl.final_weighted_congestion = 1.09
detailed_place_hpwl_mm = 28.7
place_inst = 1417
port_buffers = 84

[clock_tree]
ctsRootBufferMaster = "clkbuf_16"
cts_setup_buffers = 0
cts_inserted_buffers = 9
worstSkewPairLatency_ns = 0.35
tritoncts_clock_tree = "yes"
cts-resized-gates = 0
cts-htree-levels = 3
clk_pin_slew_worst_paths_ns = 0.07
postCtsHoldBufs = 0
clock_tree.buffer_depth = 2
clock_sinks = 82

[global_route]
vias_in_the_first_global_route = 9423
grt.total_usage_pct = 43.6
gr-total-overflow = 0
grt.busiest_layer = "met2"
use_met2_pct = 63.1
use_met1_pct = 62.4
pin_count_of_the_biggest_net_entering_global_routing = 59
grt_first_pass_wirelength_mm = 58.1
grt_util_met3_pct = 13.1
antenna_found_initial = 1

[job]
warning_count = 26
max-cap-violations = 0

[status]
run_status = "finished, final reports clean"

[hold_path]
class_of_the_most_critical_hold_timing_path = "register to register"
worst reg2reg max path: cells and delay by family (launching register included):
family | cells | cell delay [ns]
buf+inv | 3 | 0.28
compound gates | 6 | 1.68
simple gates | 2 | 0.56
mux | 1 | 0.31
flops | 1 | 0.44
fa+ha+maj | 5 | 2.22
layout make-up:
type	count	area, sq um	area share (%)
multi-input cells	954	6540	62.8
flip-flops and latches	82	2050	19.7
repair buffers	116	1080	10.4
well taps	225	282	2.70
clock buffers	10	229	2.20
inverters	40	150	1.44
clock inverters	5	80.1	0.769
diodes	1	2.50	0.0240
final timing paths:
path | startpoint | to | cells after the start | slack [ns]
worst max-delay path | ctrl_size[0] | push_data[26] | 19 | 1.21
worst min-delay path | push_data[3] | push_data[3] | 2 | 0.47
worst min register to register | push_data[3] | push_data[3] | 2 | 0.47
max in group asynchronous | reset_n | push_data[30] | 2 | 6.01
worst max register to register | unaligned_size[0] | push_data[26] | 17 | 2.75
min in group asynchronous | reset_n | unaligned_size[0] | 1 | 1.29
logic make-up after synthesis:
group | synth area share (%)
buffers and inverters | 5.23
adders and majority gates | 6.06
DFF | 22.7
xor gates and xnor gates | 1.26
muxes | 13.5
AOI/OAI and AO/OA | 32.3
and+or+nand+nor | 18.9
metal layers:
metal / vias to the layer above / part of all wire, %
met5: - / 0
met4: 0 / 4.5
met3: 137 / 13
met2: 753 / 43
met1: 4849 / 40
li1: 4530 / -
cells in the final DEF, fill, tap and decap left out, drive strengths merged, types with 7 or more instances in the layout:
cell type / instances
nand2: 131
nor2: 86
clkdlybuf4s50: 83
o21ai: 82
dfrtp: 81
a21oi: 79
mux2i: 62
mux2: 47
nand3: 42
inv: 39
o211ai: 36
buf: 33
nor3: 33
ha: 31
a22oi: 25
a211oi: 19
and2: 16
a21o: 13
a31oi: 13
o22ai: 12
nand2b: 12
nor2b: 11
xnor2: 10
and3: 10
o32ai: 10
o31ai: 10
clkbuf: 10
a221oi: 9
a21boi: 8
a32oi: 8
a211o: 8
o311ai: 8
o21a: 7
o2bb2ai: 7
fa: 7
sequential cells by signal (all words and copies together) (netlist names):
| signal | count |
|---|---|
| push_data | 37 |
| pop_ready | 1 |
| unaligned_bytes_processed | 3 |
| aligned_bytes_processed | 3 |
| push_valid | 1 |
| unaligned_offset | 2 |
| unaligned_data | 32 |
| unaligned_size | 3 |
metrics by stage:
step	hold WS (ns)	setup WS (ns)	cell area, sq um
3_5_place_dp	0.469	1.01	10100
4_1_cts	0.485	1.38	10400
3_3_place_gp	0.464	1.28	10100
6_report	0.475	1.21	10400
2_1_floorplan	0.426	2.59	9040
5_1_grt	0.512	0.853	10400
